--- run.sh ---
#!/bin/bash
# OpenROAD 26Q1-2900-gdf79404cd8, Yosys 0.63+post, stock flow scripts
make -C /OpenROAD-flow-scripts/flow DESIGN_CONFIG=/design/flow/config.mk WORK_HOME=/design/flow/orfs finish
--- config.mk ---
export PLATFORM = sky130hd
export DESIGN_NAME = vga
export DESIGN_NICKNAME = vga
export VERILOG_FILES = /design/flow/design.v
export SDC_FILE = /design/flow/constraint.sdc
export NUM_CORES = 4
export LEC_CHECK = 1
export CORE_UTILIZATION = 30
--- constraint.sdc ---
current_design vga

set clk_period 2.9
set clk_io_pct 0.2

create_clock -name clk0 -period $clk_period [get_ports {clk_in}]

set non_clock_inputs [all_inputs -no_clocks]
set_input_delay [expr $clk_period * $clk_io_pct] -clock clk0 $non_clock_inputs
set_output_delay [expr $clk_period * $clk_io_pct] -clock clk0 [all_outputs]
--- design.v ---
module vga(
    input clk_in,
    output clk_out,
    output[24:0] r,g,b,
    output logic h_sync,v_sync
);
    parameter
        h_front_porch = 100,
        h_sync_pulse = 200,
        h_back_porch = 400,
        h_line = 1000;
    parameter
        v_front_porch = 100,
        v_sync_pulse = 200,
        v_back_porch = 400,
        v_frame = 1000;
    logic[11:0] x=0,y=0;
    logic clk_pixel;
    assign clk_pixel = clk_in;
    assign clk_out = clk_pixel;
    always @ (posedge(clk_pixel)) begin
        if(x == h_line) begin
            x = 0;
            if(y == v_frame) begin
                y = 0; 
            end
            else
                y = y+1;
        end
        else
            x = x+1;
    end
    always_comb begin
        if(x >= h_sync_pulse && x < h_back_porch)
            h_sync <= 0;
        else
            h_sync <= 1;
        if(y >= v_sync_pulse && y < v_back_porch)
            v_sync <= 0;
        else
            v_sync <= 1;
    end
endmodule
==> results.toml <==
# flow metrics
[placement]
dp_hpwl_microns = 1750
place_congestion = 0.863
place.port_buffers = 3

[synthesis]
yosysUniqueCellTypes = 38
synthDominantCellAreaShare_pct = 31.8
mappedNetlistArea_sq_um = 1820
dominantRegCellSynth = "sky130_fd_sc_hd__edfxtp_1"
most_common_cell = "sky130_fd_sc_hd__buf_4"
yosys_cells = 204
register_share_after_synthesis_pct = 33.1
synth-async-reset-ratio_pct = 0
synth_flops = 24
synthesis.yosys.warnings = 76
netlist_instances = 204
synth.largest_area_cell = "sky130_fd_sc_hd__buf_4"
largest_cells_by_area_after_synthesis = "sky130_fd_sc_hd__buf_4 (32%), sky130_fd_sc_hd__edfxtp_1 (20%), sky130_fd_sc_hd__dfxtp_1 (13%), sky130_fd_sc_hd__xnor2_1 (4.3%), sky130_fd_sc_hd__nor2_1 (3.9%)"
post_synth.cell_area_avg_sq_um = 8.90
yosys-stat-area_sq_um = 1820
synth.cells.most_frequent = "sky130_fd_sc_hd__buf_4 (77), sky130_fd_sc_hd__nor2_1 (19), sky130_fd_sc_hd__dfxtp_1 (12), sky130_fd_sc_hd__edfxtp_1 (12), sky130_fd_sc_hd__nand3_1 (12)"
post_synth_tally_of_flip_flops_with_integrated_enable = 12

[run]
openroad.warnings = 28
max_cap_violations = 0

[global_routing]
first_global_vias = 869
largest_net_degree_at_the_start_of_global_routing = 16
grt_use_total_pct = 7.52
grt_overflow = 0
grt_pass1_wl_microns = 3730
initial_antenna_violation_count = 0

[timing]
fin_skew_ps = 7.72
setup_viol_count_final = 0
finalMaxSlewViolations = 0
hold_viol = 0
rsz0062_at_grt = "no"
timing.setup.tns_ps = 0

[clock_tree]
cts_hold_repair.buffers = 0
post_cts.repair.setup_buffers = 0
clock_latency_ps = 370
tritoncts = "yes"
clk_pin_slew_worst_paths_ps = 80
postCtsResizedCells = 0

[floorplanning]
ioPinCount = 79
placement_rows = 27
die-width_microns = 79.8
fp.dieArea_sq_um = 6370
coreArea_sq_um = 5680
floorplan.die.height_microns = 79.8
initial_core_util_pct = 32.0

[layout]
areaGrowthSynthToFinish_pct = -3.58
share_of_cells_above_drive_strength_1_pct = 5.21

[critical_path]
worst-endpoint-required_ps = 2320
cp-end-kind = "output pin"
timing.critical_path.arrival_ps = 2090
worst-path-max-fanout = 2
cp-start-kind = "clock port"
ws_path_type = "clock port to output pin"

[routing]
detail-route-antenna-nets = 0
drc_errors = 0
detailroute.via_count = 1075
routed_wire_length_per_instance_microns = 8.52
routed_via_density = 3.80
route.final.wire_length_microns = 2410
detail_route.antenna_diodes = 0
drt-pass1-iter-count = 4
detailedRoute.firstIterationViolations = 73

[power_and_ir_drop]
power_density_nw_per_um2 = 446
switching_power_uw = 134
power_frac_seq_pct = 45.1
power.ir.vdd_worst_mv = 0.203
report.power.total_uw = 781
pwr-share-comb_pct = 0.3
leakagePower_uw = 0.000800
switching_share_pct = 17.1
power_report.internal_total_uw = 647
clock_network_fraction_of_total_power_pct = 54.6

[run_status]
run_status = "completed"

[min_path]
holdCritPathClass = "register to register"
==> layout make-up <==
| cell class | count | area, sq um |
|---|---|---|
| Fill cell | 587 | 3930 |
| Inverter | 8 | 30.0 |
| Sequential cell | 24 | 601 |
| Timing Repair Buffer | 3 | 27.5 |
| Tap cell | 72 | 90.1 |
| Clock buffer | 7 | 92.6 |
| Clock inverter | 1 | 30.0 |
| Multi-Input combinational cell | 168 | 880 |
==> cells by family after synthesis <==
kind of cell             synth area share, %
other                                  0.207
buffers and inverters                   33.8
XOR/XNOR                                7.24
flip-flops                              33.1
AND-OR/OR-AND                           5.17
AND/OR/NAND/NOR                         17.8
adder cells (fa/ha/maj)                 2.76
==> sequential cells by signal, summed over array words and instances, names as in the netlist <==
signal / count
x: 12
y: 12
==> layout by cell type (no fill, tap or decap), drive strengths merged, types with 5 or more instances in the layout <==
cell and n:
xor2 6, nor3 6, xnor2 9, conb 75, nor2 19, nand3 12, inv 8, nand2 5
clkbuf 6, edfxtp 12, dfxtp 12
==> critical path, cell delays in order <==
cell                              delay, ps
sky130_fd_sc_hd__clkbuf_8               110
sky130_fd_sc_hd__clkbuf_8               110
sky130_fd_sc_hd__clkdlybuf4s50_1        410
==> per-stage QoR <==
stage          setup slack [ps]  std cells  utilization [%]  hold slack [ps]  cell area, sq um
3_3_place_gp                503        276             28.9              475              1640
6_report                    233        283             30.8              490              1750
3_5_place_dp                503        276             28.9              476              1640
4_1_cts                     209        283             30.8              492              1750
5_1_grt                     172        283             30.8              524              1750
2_1_floorplan               772        278                -              454              2090
==> power groups by stage <==
stage	sequential [uW]	clock (uW)	combinational, uW
5_1_grt	352	462	6.58
4_1_cts	352	444	3.40
6_report	352	426	2.33
==> final timing paths <==
kind	from	to	slack, ps	cells past startpoint
setup / recovery	clk_in	clk_out	230	3
hold / removal	x[11]$_SDFF_PN0_	x[11]$_SDFF_PN0_	490	1
setup reg to reg	x[0]$_SDFF_PN0_	y[4]$_SDFFCE_PN0N_	860	6
hold reg to reg	x[11]$_SDFF_PN0_	x[11]$_SDFF_PN0_	490	1
==> per-layer routing <==
layer,part of all wire (%),GRT usage (%)
met3,5.7,2.67
met4,2.1,2.68
met5,0,0
met1,45,10.2
met2,47,11.2
No activity file was given, so power comes from the tool's default toggle rates.
