<file path="flow/constraint.sdc">
current_design segment_avalon

set clk_period 2.7
set clk_io_pct 0.2

create_clock -name clk0 -period $clk_period [get_ports {clk}]

set non_clock_inputs [all_inputs -no_clocks]
set_input_delay [expr $clk_period * $clk_io_pct] -clock clk0 $non_clock_inputs
set_output_delay [expr $clk_period * $clk_io_pct] -clock clk0 [all_outputs]
</file>
<file path="flow/config.mk">
export PLATFORM = sky130hd
export DESIGN_NAME = segment_avalon
export DESIGN_NICKNAME = segment_avalon
export VERILOG_FILES = /design/flow/design.v
export SDC_FILE = /design/flow/constraint.sdc
export NUM_CORES = 4
export LEC_CHECK = 1
export CORE_UTILIZATION = 40
</file>
<file path="flow/design.v">
module double_dabble #(parameter SIZE = 8, parameter DIGIT_COUNT = 4)(
    input clk, reset,
    input write,
    input[SIZE-1:0] data,
    output[DIGIT_COUNT-1:0][3:0] digits
);
    reg[SIZE-2:0] data_buffer;
    reg[4*DIGIT_COUNT-1:0] shift_reg;
    wire[4*DIGIT_COUNT-1:0] add_reg;
    reg [$clog2(SIZE)-1:0] counter;
    wire counter_finish = (counter == SIZE-2);
    reg[DIGIT_COUNT-1:0][3:0] _digits;
    assign digits = _digits;
    generate
    genvar i;
    for(i = 0; i < DIGIT_COUNT; i++) begin : shift_gen
        assign add_reg[(i+1)*4-1:i*4] = (
            (shift_reg[(i+1)*4-1:i*4] > 4) ?
                (shift_reg[(i+1)*4-1:i*4]+3) : shift_reg[(i+1)*4-1:i*4]
            );
        always_ff @(posedge counter_finish) begin
            _digits[i] <= shift_reg[(i+1)*4-1:i*4];
        end
    end
    endgenerate
    always_ff @(posedge clk) begin
        if(write) begin
            data_buffer = data[SIZE-3:0];
            shift_reg = data[SIZE-1:SIZE-2];
            counter = 0;
        end
        else if(counter < SIZE-1) begin
            data_buffer <= {data_buffer[SIZE-3:0], 1'b0};
            shift_reg <= {add_reg[4*DIGIT_COUNT-2:0], data_buffer[SIZE-3]};
            counter <= counter+1;
        end
    end
endmodule
module segment_avalon(
    input clk, reset,
    input write, read,
    input[15:0] write_data,
    output[15:0] read_data,
    output[3:0] digits,
    output[6:0] segments
);
    reg[15:0] data;
    reg[3:0] enable = 4'b1110;
    logic[3:0] bcd_out;
    assign digits = enable;
    always_ff @(posedge clk) begin : display_enable_select
        enable <= {enable[2:0], enable[3]};
    end
    wire[3:0][3:0] numbers;
    always_comb
    case(enable)
        4'b1110: bcd_out = numbers[3];
        4'b1101: bcd_out = numbers[2];
        4'b1011: bcd_out = numbers[1];
        4'b0111: bcd_out = numbers[0];
        default bcd_out = 4'b0000;
    endcase
    double_dabble #(13, 4) double_dabble_i0(
        clk, reset,
        write,
        write_data[12:0], numbers
    );
    segment_decoder segment_decoder_i0(
        bcd_out, segments
    );
endmodule
module segment_decoder(
    input[3:0] bcd,
    output[6:0] segment
);
    reg[6:0] _segment;
    assign segment = _segment;
    always_comb
    case(bcd)
        4'd0:   _segment = 7'b0000001;  
        4'd1:   _segment = 7'b1001111;  
        4'd2:   _segment = 7'b0010010;  
        4'd3:   _segment = 7'b0000110;  
        4'd4:   _segment = 7'b1001100;  
        4'd5:   _segment = 7'b0100100;  
        4'd6:   _segment = 7'b0100000;  
        4'd7:   _segment = 7'b0001111;  
        4'd8:   _segment = 7'b0000000;  
        4'd9:   _segment = 7'b0000100;  
        4'd10:  _segment = 7'b0001000;  
        4'd11:  _segment = 7'b1100000;  
        4'd12:  _segment = 7'b0110001;  
        4'd13:  _segment = 7'b1000010;  
        4'd14:  _segment = 7'b0110000;  
        4'd15:  _segment = 7'b0111000;  
    endcase
endmodule
</file>
<file path="flow/run.sh">
#!/bin/bash
# OpenROAD 26Q1-2900-gdf79404cd8, Yosys 0.63+post, stock flow scripts
make -C /OpenROAD-flow-scripts/flow DESIGN_CONFIG=/design/flow/config.mk WORK_HOME=/design/flow/orfs finish
</file>
==> job_summary.md <==
### Flow metrics

| Metric | Value |
|---|---|
| Outcome | finished with violations |
| Failing checks | setup timing |
| Root Driver | clkbuf_8 |
| DR vias | 1815 |
| Share of cells above drive strength 1 | between 20% and 30% |
| Worst slew pin tran | 724 ps |
| Crit path DRT | 2160 ps |
| Post-Synthesis Cells | roughly 250 |
| Peak VDD IR | 0.318 mV |
| Pin count of the biggest net entering global routing | 21 |
| Die Size | 0.00661 mm^2 |
| Yosys stat area | 0.00252 mm^2 |
| Clock latency (worst-skew pair) | 290 ps |
| Worst-path cell chain | and4b_2, buf_6, o2bb2ai_4, a31oi_4, buf_6, ha_4, mux2_2, mux2i_1, clkbuf_2 |
| Fmax | 364 MHz |
| Final Worst Setup Slack | -43.9 ps |
| Post-synth seq share | a little under half |
| Placement Setup Slack | -212 ps |
| Max-area cell share | 30.2% |
| Endpoints left unconstrained | 16 |
| Max-slew violations | 0 |
| Die Ht | 81.3 um |
| CP endpoint kind | output port |
| Wirelength per Cell | 11.8 um |
| Top cells, area | dfxtp_1, edfxtp_1, ha_1 |
| CP peak stage delay | 370 ps |
| P per Cell Area | 384 mW/mm^2 |
| Avg Cell Area, Syn | 10.3 um^2 |
| Reg2reg path depth | 3 |
| Max Fanout on Critical Path | 5 |
| Leading register cell type out of synthesis | dfxtp_1 |
| Startpoint Class | flip-flop |
| Crit path kind | reg2out |
| Setup TNS | -56.1 ps |
| WHS Path Cells | 0 |
| Routed Antenna Nets | 0 |
| Vias/cell | 4.83 |
| Total gr overflow | 0 |
| Post-synth ARST share | 0% |
| GPL Wtd Cong | 0.828 |
| Post-route DRC | 0 |
| Slowest-stage cell, CP | dfxtp_4 |
| EDFF count, synth | 13 |
| Inst Count DP | between 300 and 400 |
| Arr. time, crit path | 2200 ps |
| First-pass GRT wire length | 7240 um |
| H-tree Lvls | 2 |
| RSZ-0062 raised after global routing | true |
| Floorplan utilization | 42.0% |
| Total CTS buffers | 5 |
| Slew HR | 51.7% |
| Minimum clock period | 2740 ps |
| CTS tree | done |
| Most instantiated logic cells after routing | dfxtp_1, buf_4, nand2_1, clkdlybuf4s50_1, conb_1 |
| Routed wire length | 4450 um |
| Power, Total | 1.25 mW |
| Number of endpoints failing setup at the final stage | 2 |
| CP top delay family | multiplexers |
| TritonRoute pass-1 iters | 4 |
| Max_cap viols | 0 |
| Die X | 81.3 um |
| Synth area leader | dfxtp_1 |
| Longest Clk Path Bufs | 2 |
| Site row count | 28 |
| Core Footprint | 0.00599 mm^2 |
| IO buf count | 25 |
| Tot GR Track Use | 14.5% |
| Initial antenna violation count | 0 |
| WP buf/inv | 3 |
| Worst hold path type | reg2reg |
| Initial DRC Count | about 42 |
| Cycle use final | 102% |
| DP HPWL | ~3000 um |
| Number of global-route vias before repair | 1591 |
| Synth warn | 19 |
| Ys cells | 245 |
| Most common logic cell in the routed design | dfxtp_1 |
| Ys flops | just over 50 |
| Worst-path clk slew | 70 ps |
| Non-Filler Instances | 376 |
| Hold Violations, Final | 0 |
| Synth Cell Area | 0.00252 mm^2 |
| P_leak | about 1.4 nW |
| Number of cells on the critical path | 9 |
| N_diodes | 0 |
| Clk_skew | 5.16 ps |
| Warning total across the stage logs | 41 |
| Yosys cell types | about 42 |
| Count of unclocked register or latch pins | 16 |
| Area delta synth->final | 29.7% |
| Most common cell on crit path | buf_6 |
| Final hold slack | 427 ps |
| IO Pins | 47 |
[metrics by stage]
stage,utilization [%],instance area (um^2)
after floorplan,-,2570
after global placement,48.6,2910
after detailed placement,48.6,2910
after CTS,53.4,3200
after global routing,54.5,3260
final,54.5,3260
[synthesized netlist by cell type (3+ instances only)]
cell / n
o2bb2ai_1: 3
clkbuf_1: 6
a211oi_1: 6
nand3_1: 5
inv_1: 16
nor3_1: 5
dfxtp_1: 38
a21oi_1: 13
nor2b_1: 3
ha_1: 15
buf_4: 18
nor2_1: 10
nand2_1: 18
mux2i_1: 4
edfxtp_1: 13
o21ai_0: 8
a22o_1: 7
xnor2_1: 6
o211ai_1: 3
nand4_1: 4
mux2_2: 12
a21o_1: 3
o21bai_1: 4
[where the power goes]
group | leakage (nW) | internal, mW | switching [mW]
clock | 0.0581 | 0.275 | 0.203
combinational | 0.876 | 0.0865 | 0.0688
sequential | 0.451 | 0.590 | 0.0303
[final timing paths]
check                                       endpoint  slack [ps]                                     start
min                                enable[2]$_DFF_P_         430                         enable[1]$_DFF_P_
min reg2reg                        enable[2]$_DFF_P_         430                         enable[1]$_DFF_P_
max reg2reg  double_dabble_i0.shift_reg[1]$_DFFE_PP_        1110  double_dabble_i0.counter[2]$_SDFFE_PP0N_
max                                      segments[3]         -40                         enable[0]$_DFF_P_
[metal layers]
layer  track usage (%)  routed length, um  vias up
met1              23.2               2350      845
met4              1.61                 48        0
met3              2.51                129        7
met2              21.7               1930       30
met5                 0                  0        -
li1                  -                  -      933
[what timing repair did]
action / in CTS / in global routing
hold buffers: 0 / 0
buffers inserted: 6 / 8
pin swaps: 12 / 10
setup endpoints to repair: 7 / 7
resized: 43 / 18
[cell type report]
type                            count  area (um^2)
Timing Repair Buffer               60          523
Clock inverter                      3         43.8
Clock buffer                        5         68.8
Sequential cell                    51         1160
Multi-Input combinational cell    166         1320
Tap cell                           75         93.8
Fill cell                         512         2730
Inverter                           16         60.1
[kinds of logic (layout without fill, tap and decap cells)]
family          Yosys count  after routing  share of synthesized area (%)
fa+ha+maj                15             15                           7.46
compound gates           57             57                           16.7
flops                    51             51                           45.7
simple gates             54             54                           10.5
xor+xnor                  6              6                           2.09
buf+inv                  43             84                           9.44
other cells               1             16                          0.149
mux                      18             18                           7.85
Power is estimated from default activity; no workload was simulated.
