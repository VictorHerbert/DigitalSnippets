==> flow/config.mk <==
export PLATFORM = sky130hd
export DESIGN_NAME = fifo_controller
export DESIGN_NICKNAME = fifo_controller
export VERILOG_FILES = /design/flow/design.v
export SDC_FILE = /design/flow/constraint.sdc
export NUM_CORES = 4
export LEC_CHECK = 1
export CORE_AREA = 10 10 105 105
export DIE_AREA = 0 0 115 115
==> flow/constraint.sdc <==
current_design fifo_controller

set clk_period 3.5
set clk_io_pct 0.2

create_clock -name clk0 -period $clk_period [get_ports {clk}]

set non_clock_inputs [all_inputs -no_clocks]
set_input_delay [expr $clk_period * $clk_io_pct] -clock clk0 $non_clock_inputs
set_output_delay [expr $clk_period * $clk_io_pct] -clock clk0 [all_outputs]
==> flow/design.v <==
module fifo_controller #(parameter DEPTH = 8)(
    input clk, reset, 
    input write_e, read_e,
    output[DEPTH-1:0] write_addr, 
    output[DEPTH-1:0] read_addr,
    input overflow
);
    reg[DEPTH-1:0] _write_addr;
    reg[DEPTH-1:0] _read_addr;
    assign write_addr = _write_addr;
    assign read_addr = _read_addr;
    wire[DEPTH-1:0] _read_addr_1 = _read_addr+1;
    wire[DEPTH-1:0] _write_addr_1 = _write_addr+1;
    wire empty = (_read_addr_1 == _write_addr);
    wire full = (_write_addr_1 == _read_addr);
    always_ff @(posedge clk, posedge reset) begin
        if(reset) begin
            _write_addr = 1;
            _read_addr = 0;
        end
        else begin
            if(write_e & ~full) begin
                _write_addr <= _write_addr_1;
            end
            if(read_e & ~empty) begin
                _read_addr <= _read_addr_1;
            end
        end
    end
endmodule
==> flow/run.sh <==
#!/bin/bash
# OpenROAD 26Q1-2900-gdf79404cd8, Yosys 0.63+post, stock flow scripts
make -C /OpenROAD-flow-scripts/flow DESIGN_CONFIG=/design/flow/config.mk WORK_HOME=/design/flow/orfs finish
==> impl_metrics.toml <==
# implementation run metrics
[clock_tree]
clockBufferDepth = 2
numCtsBuffers = 3
path_clk_slew_ps = 70
h-tree-depth = 1
cts_tree = "yes"
clockRootBuffer = "clkbuf_8"
clock-sinks = 16
cts-hold-fix-buffers = 0
cts_post_setup_buffers_inserted = 0
clock.latency.late_pin_ps = 250
cts_resized = 0

[sta]
clock-skew-final_ps = 2.645
fmax_ghz = 0.3518
setup_viol = 0
hold_viol = 0
rsz0062_at_grt = "false"
slew_headroom_pct = 58.64
fin_crit_sh_pct = 81.21
fin_crit_ps = 2842
fin_tns_setup_ps = 0
tightest_slew_ps = 619.8
final_max_slew_viol_count = 0

[worst_setup_path]
cp-end-kind = "register"
timing.rr.end = "_write_addr[1]"
cp.required_ps = 3640
setup.worst_path.start_class = "register"
startpoint = "_write_addr[0]"
critical_path_class = "reg2reg"
crit_fanout = 7
reg2reg_depth = 6
crit_arrival_ps = 2980
r2r_setup_slack_ps = 660
r2r_start = "_write_addr[0]"

[power_and_ir_drop]
pwr-share-clk_pct = 13.5
powerDensity_mw_per_mm2 = 832.2
p_total_mw = 1.214
switching_share_pct = 40.28
p_comb_share_pct = 51.1
ir_worst_vdd_v = 0.0001942
p_int_uw = 725.1
p_sw_uw = 489.0
power.leakage_nw = 0.5606
seq_power_share_pct = 35.4

[final_layout]
n_fill_cell = 983
flop_area_um2 = 401.6
area_growth_pct = 32.35
combGateArea_um2 = 661.9
design_area_mm2 = 0.001459
layout-drive-gt1-share_pct = 6.818
final_cells = 240

[global_routing]
grtUsageTotal_pct = 4.495
antenna_found_initial = 0
grt_pass1_vias = 922
grt_max_degree = 17
grt_pass1_wl_um = 4892
grt_overflow_total = 0

[floorplan]
fp_util_pct = 12.58
die_area_mm2 = 0.01323
io_pins = 21
die_y_um = 115
die_w_um = 115
coreArea_mm2 = 0.008763
rows = 34

[yosys]
synth_warnings = 1
ys.flops = 16
netlist_area_mm2 = 0.001102
synth_seq_share_pct = 36.44
syn_avg_cell_area_um2 = 9.669
ys_chip_area_mm2 = 0.001102
yosys_cells = 114
syn_inst = 114
synth_cell_type_count = 37

[flow_run]
openroad.warnings = 26
max_cap_violations = 0

[placed_design]
dpl_cell_area_mm2 = 0.001404
placedCellCount = 236
hpwl_um = 2148
io_buffers = 19
place_congestion = 0.8225

[min_path]
hold_depth = 1
whs_endpoint = "_write_addr[0]"
min_path_type = "reg2reg"
hold_path_startpoint = "_write_addr[0]"

[status]
outcome = "complete, no violations"

[drt]
antenna_cells_inserted = 0
routed_wirelength_um = 2728
drc = 0
wire_per_inst_um = 11.37
drtIter0Drc = 79
firstDrtPassIters = 4
viasPerCell = 3.788
antenna_left = 0
vias = 909
[stage by stage]
| stage | setup WS, ps | hold WS [ps] | util (%) |
|---|---|---|---|
| 3_3_place_gp | 655.4 | 520.7 | 16.02 |
| 6_report | 657.8 | 535.1 | 16.65 |
| 3_5_place_dp | 655.1 | 525.0 | 16.02 |
| 4_1_cts | 638.5 | 537.2 | 16.65 |
| 2_1_floorplan | 889.8 | 478.4 | - |
| 5_1_grt | 518.6 | 579.0 | 16.65 |
[worst max-delay path by stage]
stage	end	slack (ps)	cells after the start
6_report	_write_addr[1]	660	6
5_1_grt	_write_addr[1]	520	6
4_1_cts	_write_addr[1]	640	6
[layout by cell type (no fill, tap or decap), types with 3 or more instances in the layout]
cell             instances
dfrtp_1                 15
inv_1                    4
nand3_1                  4
and3_1                   6
nand3b_1                 3
clkdlybuf4s50_1         19
xnor2_1                 15
o21ai_0                  4
nor2_1                   7
xor2_1                  11
o211ai_1                 5
nand2_1                  5
clkbuf_8                 4
[kinds of logic after synthesis]
group / Yosys count / synth area share, %
and+or+nand+nor: 35 / 17.03
xor gates and xnor gates: 26 / 20.66
AOI/OAI and AO/OA: 24 / 17.71
DFF: 16 / 36.44
muxes: 2 / 2.383
adders and majority gates: 2 / 2.270
buffers and inverters: 9 / 3.518
[Yosys cell counts]
| library cell | n | area (um^2) |
|---|---|---|
| ha_1 | 2 | 25.02 |
| a311oi_1 | 1 | 8.760 |
| a21oi_1 | 2 | 10.01 |
| or3_1 | 2 | 12.51 |
| dfrtp_1 | 15 | 375.4 |
| dfstp_2 | 1 | 26.28 |
| clkbuf_1 | 3 | 11.26 |
| o2111ai_1 | 1 | 8.760 |
| nand2b_1 | 2 | 12.51 |
| xor2_1 | 11 | 96.34 |
| mux2_2 | 1 | 11.26 |
| a211oi_1 | 1 | 7.510 |
| nand3b_1 | 3 | 22.52 |
| inv_1 | 4 | 15.01 |
| buf_2 | 1 | 5.000 |
| nand3_1 | 4 | 20.02 |
| o211ai_1 | 5 | 37.54 |
| nor2_1 | 7 | 26.28 |
| nand4_1 | 2 | 12.51 |
| and3_1 | 6 | 37.54 |
| a21o_1 | 1 | 7.510 |
| buf_4 | 1 | 7.510 |
| and2_1 | 1 | 6.260 |
| o21ai_0 | 4 | 20.02 |
| nand2_1 | 5 | 18.77 |
| xnor2_1 | 15 | 131.4 |
| nor3_1 | 2 | 10.01 |
| o41ai_4 | 1 | 27.53 |
| a31oi_1 | 2 | 12.51 |
| o21ba_2 | 1 | 10.01 |
| o41ai_1 | 1 | 8.760 |
| and4_1 | 1 | 8.760 |
| a22o_1 | 1 | 8.760 |
| a2111o_1 | 1 | 11.26 |
| o311ai_0 | 1 | 8.760 |
| a22oi_1 | 1 | 7.510 |
| mux2_4 | 1 | 15.01 |
[worst max-delay path, cell delays in order, from the launching register on]
cell and delay (ps):
dfstp_2 600, ha_1 220, nand3_1 170, or3_1 380, a2111o_1 490, o41ai_4 530
mux2_4 340
[layout make-up]
cell class	count	share of cell area, %
Tap cell	108	9.262
Timing Repair Buffer	19	13.04
Inverter	4	1.029
Clock buffer	4	3.774
Multi-Input combinational cell	89	45.37
Sequential cell	16	27.53
[power by group through the flow]
stage | sequential, mW | clock (mW) | combinational [mW]
after CTS | 0.431 | 0.174 | 0.631
after global routing | 0.459 | 0.181 | 0.701
final | 0.430 | 0.164 | 0.621
[routing by layer]
metal | track usage (%) | share of wire [%]
met3 | 1.793 | 8.0
met1 | 6.415 | 48
met5 | 0 | 0
met4 | 0.2475 | 0.51
met2 | 6.569 | 43
[flip-flops by register name, summed over array words and instances (netlist names)]
register and count:
_read_addr 8, _write_addr 8
No activity file was given, so power comes from the tool's default toggle rates.
